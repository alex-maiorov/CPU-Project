==> flow/design.v <==
module regfile(
input [0:31] systembus_in,
input [0:4] select_write,
input [0:4] select_sbus,
input [0:4] select_alu,
output reg [0:31] systembus_out,
output reg [0:31] alu_out);
reg [0:31] x1;
reg [0:31] x2;
reg [0:31] x3;
reg [0:31] x4;
reg [0:31] x5;
reg [0:31] x6;
reg [0:31] x7;
reg [0:31] x8;
reg [0:31] x9;
reg [0:31] x10;
reg [0:31] x11;
reg [0:31] x12;
reg [0:31] x13;
reg [0:31] x14;
reg [0:31] x15;
reg [0:31] x16;
reg [0:31] x17;
reg [0:31] x18;
reg [0:31] x19;
reg [0:31] x20;
reg [0:31] x21;
reg [0:31] x22;
reg [0:31] x23;
reg [0:31] x24;
reg [0:31] x25;
reg [0:31] x26;
reg [0:31] x27;
reg [0:31] x28;
reg [0:31] x29;
reg [0:31] x30;
reg [0:31] x31;
always @(*) begin
    case(select_write)
        5'd01: x1 = systembus_in;
        5'd02: x2 = systembus_in;
        5'd03: x3 = systembus_in;
        5'd04: x4 = systembus_in;
        5'd05: x5 = systembus_in;
        5'd06: x6 = systembus_in;
        5'd07: x7 = systembus_in;
        5'd08: x8 = systembus_in;
        5'd09: x9 = systembus_in;
        5'd10: x10 = systembus_in;
        5'd11: x11 = systembus_in;
        5'd12: x12 = systembus_in;
        5'd13: x13 = systembus_in;
        5'd14: x14 = systembus_in;
        5'd15: x15 = systembus_in;
        5'd16: x16 = systembus_in;
        5'd17: x17 = systembus_in;
        5'd18: x18 = systembus_in;
        5'd19: x19 = systembus_in;
        5'd20: x20 = systembus_in;
        5'd21: x21 = systembus_in;
        5'd22: x22 = systembus_in;
        5'd23: x23 = systembus_in;
        5'd24: x24 = systembus_in;
        5'd25: x25 = systembus_in;
        5'd26: x26 = systembus_in;
        5'd27: x27 = systembus_in;
        5'd28: x28 = systembus_in;
        5'd29: x29 = systembus_in;
        5'd30: x30 = systembus_in;
        5'd31: x31 = systembus_in;
    endcase
    case(select_alu)
        5'd00: alu_out = 32'h00000000;
        5'd01: alu_out = x1;
        5'd02: alu_out = x2;
        5'd03: alu_out = x3;
        5'd04: alu_out = x4;
        5'd05: alu_out = x5;
        5'd06: alu_out = x6;
        5'd07: alu_out = x7;
        5'd08: alu_out = x8;
        5'd09: alu_out = x9;
        5'd10: alu_out = x10;
        5'd11: alu_out = x11;
        5'd12: alu_out = x12;
        5'd13: alu_out = x13;
        5'd14: alu_out = x14;
        5'd15: alu_out = x15;
        5'd16: alu_out = x16;
        5'd17: alu_out = x17;
        5'd18: alu_out = x18;
        5'd19: alu_out = x19;
        5'd20: alu_out = x20;
        5'd21: alu_out = x21;
        5'd22: alu_out = x22;
        5'd23: alu_out = x23;
        5'd24: alu_out = x24;
        5'd25: alu_out = x25;
        5'd26: alu_out = x26;
        5'd27: alu_out = x27;
        5'd28: alu_out = x28;
        5'd29: alu_out = x29;
        5'd30: alu_out = x30;
        5'd31: alu_out = x31;
    endcase
    case(select_sbus)
        5'd00: systembus_out = 32'h00000000;
        5'd01: systembus_out = x1;
        5'd02: systembus_out = x2;
        5'd03: systembus_out = x3;
        5'd04: systembus_out = x4;
        5'd05: systembus_out = x5;
        5'd06: systembus_out = x6;
        5'd07: systembus_out = x7;
        5'd08: systembus_out = x8;
        5'd09: systembus_out = x9;
        5'd10: systembus_out = x10;
        5'd11: systembus_out = x11;
        5'd12: systembus_out = x12;
        5'd13: systembus_out = x13;
        5'd14: systembus_out = x14;
        5'd15: systembus_out = x15;
        5'd16: systembus_out = x16;
        5'd17: systembus_out = x17;
        5'd18: systembus_out = x18;
        5'd19: systembus_out = x19;
        5'd20: systembus_out = x20;
        5'd21: systembus_out = x21;
        5'd22: systembus_out = x22;
        5'd23: systembus_out = x23;
        5'd24: systembus_out = x24;
        5'd25: systembus_out = x25;
        5'd26: systembus_out = x26;
        5'd27: systembus_out = x27;
        5'd28: systembus_out = x28;
        5'd29: systembus_out = x29;
        5'd30: systembus_out = x30;
        5'd31: systembus_out = x31;
    endcase
end
endmodule
==> flow/run.sh <==
#!/bin/bash
# OpenROAD 26Q1-2900-gdf79404cd8, Yosys 0.63+post, stock flow scripts
make -C /OpenROAD-flow-scripts/flow DESIGN_CONFIG=/design/flow/config.mk WORK_HOME=/design/flow/orfs finish
==> flow/config.mk <==
export PLATFORM = sky130hd
export DESIGN_NAME = regfile
export DESIGN_NICKNAME = regfile
export VERILOG_FILES = /design/flow/design.v
export SDC_FILE = /design/flow/constraint.sdc
export NUM_CORES = 4
export LEC_CHECK = 1
export CORE_UTILIZATION = 50
==> flow/constraint.sdc <==
current_design regfile

set clk_period 11.0
set clk_io_pct 0.2

create_clock -name clk0 -period $clk_period

set non_clock_inputs [all_inputs -no_clocks]
set_input_delay [expr $clk_period * $clk_io_pct] -clock clk0 $non_clock_inputs
set_output_delay [expr $clk_period * $clk_io_pct] -clock clk0 [all_outputs]
==> Slide: Implementation Results <==
Physical Implementation Snapshot

Outcome
  • Outcome: completed

Worst setup path
  • WP data required: 8800 ps
  • Worst Path Arrival: ~7500 ps
  • Critical Path Start Type: input pin
  • Worst path top cell family by delay: simple AND/OR/NAND/NOR gates
  • Cell mode on critical path: clkdlybuf4s50_1
  • CP max stage delay: between 900 and 1000 ps
  • CP Buf/Inv Count: 3
  • Critical path's slowest cell: nand2_2
  • Maximum net fanout on the critical path: 17
  • CP cell instances: clkdlybuf4s50_1, nor3b_4, nand2_2, buf_4, mux2i_1, o22ai_1, or4_1, a2111o_1, clkdlybuf4s50_1
  • CP endpoint kind: output pin
  • Setup Crit Path Kind: input pin to output pin

Logic synthesis
  • Cell area leaders: dlxtp_1, mux2_2, mux2i_1
  • Most common flop cell mapped by yosys: dlxtp_1
  • # Cells Yosys: 5389
  • Warnings from Yosys: 993
  • Number of enable flip-flop cells: 0
  • Cell area after synthesis: around 0.043 mm^2
  • Asr flop ratio synth: 0
  • Area share, top type: 0.345
  • Post-synth top area cell: dlxtp_1
  • Distinct cells, synth: 78
  • Mapped Cells: roughly 5400
  • Yosys reg bits: just under 1000
  • Cell with the most instances after synthesis: dlxtp_1
  • Top cells by count: dlxtp_1, nand2_1, mux2_2
  • Synthesis area per yosys: about 0.043 mm^2
  • Mean post-synth cell area: between 8 and 9 um^2

Floorplanning
  • Core area: 0.0853 mm^2
  • DIE AREA: about 0.087 mm^2
  • Die W: 296 um
  • Row cnt: 107
  • Die Ht: a little under 300 um
  • Io pins: 111
  • Fp_density: 0.506

Final timing
  • Min Tclk post-route: between 9000 and 10000 ps
  • Hold Fails Final Rpt: 0
  • Final setup viols: 0
  • Setup_tns: 0 ps
  • RSZ-0062 raised after global routing: no
  • Tcrit/Tclk final: 0.880
  • Register pins left without a clock: ~1000
  • Worst slew pin tran: between 1000 and 1500 ps
  • Max-Slew Margin vs Limit: 0.184
  • Highest Clock Rate: roughly 0.10 GHz
  • Hold Slack: between 5000 and 6000 ps
  • Endpoints left unconstrained: 992
  • Final max-slew violation count: 0

Global route
  • Vias in the first global route: between 40000 and 50000
  • Pin count of the biggest net entering global routing: between 70 and 80
  • Grt ovf: 0
  • GRT Total Usage: 0.676
  • Global-route wire length before repair: between 300000 and 400000 um
  • Initial antenna violation count: 45

Place
  • DP HPWL: 182000 um
  • I/O Buffers: between 100 and 150
  • GPL Wtd Cong: between 1 and 1.5
  • Cells after DPL: approximately 6400

Routing
  • Vias: ~53000
  • Initial drt markers: 8536
  • WL per Instance: around 45 um
  • 1st-pass router iterations: 11
  • Post-route DRC: 0
  • DR vias/cell: between 8 and 9
  • Routed wire length: between 200000 and 300000 um
  • Final ANT Viol Nets: 0

Flow run
  • Max-Cap Viols: 0
  • Tool warnings: 32

Worst hold path
  • Worst Hold Class: input pin to output pin

Clock network
  • PostCTS Resize Cnt: 0
  • CTS Hold Bufs: 0
  • Setup bufs post-CTS: 0

Pwr
  • Max VDD drop: around 25 uV
  • Switch share: 0.701
  • Static Leak: 20.9 nW
  • Psw: between 0.0006 and 0.0007 W
  • P_int: ~0.00026 W
  • Power Dens Cells: ~18 mW/mm^2

Cells and area
  • Layout cells sized above 1: 0.167
  • Layout Cells excl Fill: roughly 6500
  • Filler Cell Count: ~8000
  • Layout overhead on the synthesized area: 7.97%
  • Logic area: about 0.026 mm^2
  • Register Area: 0.0149 mm^2
[path summary, 6_finish.rpt]
check	depth (start not counted)	from	to
setup / recovery	9	select_write[2]	systembus_out[13]
hold / removal	5	systembus_in[10]	systembus_out[10]
[through the flow]
step / power [W] / instance area (um^2) / util / setup slack (ps)
after floorplan: 0.000374 / 43100 / - / 3740
after global placement: 0.000777 / 46400 / 0.544 / 1860
after detailed placement: 0.000775 / 46400 / 0.544 / 1840
after CTS: 0.000778 / 46400 / 0.544 / 1820
after global routing: 0.000828 / 46400 / 0.544 / 1540
final: 0.000862 / 46600 / 0.546 / 1320
[final cells by class]
type | count | area share
Multi-Input combinational cell | 3596 | 0.551
Sequential cell | 992 | 0.320
Timing Repair Buffer | 406 | 0.0721
Tap cell | 1144 | 0.0307
Inverter | 265 | 0.0214
Antenna cell | 90 | 0.00484
[layer usage]
layer	wire length, um	track usage	vias to the layer above	part of all wire
met5	2130	0.228	-	0.0073
met4	33500	0.541	71	0.12
met3	59600	0.540	2373	0.21
met2	102000	0.800	6329	0.35
met1	93400	0.755	24200	0.32
li1	-	-	20000	-
[layout by cell type, fill, tap and decap left out, types with 69 or more instances in the layout]
cell type,instances
a21oi_1,386
a22oi_1,150
nand2_1,431
dlxtp_1,992
a2111oi_0,86
o21ai_0,349
clkdlybuf4s50_1,110
nand4_1,70
o22ai_1,109
nand3_1,375
buf_4,292
mux2_2,435
inv_1,244
o2bb2ai_1,123
a22o_1,99
mux2i_1,205
diode_2,90
nor4_1,69
[kinds of logic (layout without fill, tap and decap cells)]
logic type	count (synthesis)	count (layout)	synth area share
other cells	0	90	0
xor+xnor	2	2	0.000406
simple gates	1269	1269	0.151
compound gates	1684	1684	0.270
latches	992	992	0.345
mux	641	641	0.161
buf+inv	801	671	0.0713
Power figures rest on the tool's default switching activity, not on a simulated workload.
