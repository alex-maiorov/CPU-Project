<file path="flow/constraint.sdc">
current_design pc

set clk_period 13.7
set clk_io_pct 0.2

create_clock -name clk0 -period $clk_period [get_ports {step_pc}]

set non_clock_inputs [all_inputs -no_clocks]
set_input_delay [expr $clk_period * $clk_io_pct] -clock clk0 $non_clock_inputs
set_output_delay [expr $clk_period * $clk_io_pct] -clock clk0 [all_outputs]
</file>
<file path="flow/config.mk">
export PLATFORM = sky130hd
export DESIGN_NAME = pc
export DESIGN_NICKNAME = pc
export VERILOG_FILES = /design/flow/design.v
export SDC_FILE = /design/flow/constraint.sdc
export NUM_CORES = 4
export LEC_CHECK = 1
export CORE_UTILIZATION = 40
</file>
<file path="flow/run.sh">
#!/bin/bash
# OpenROAD 26Q1-2900-gdf79404cd8, Yosys 0.63+post, stock flow scripts
make -C /OpenROAD-flow-scripts/flow DESIGN_CONFIG=/design/flow/config.mk WORK_HOME=/design/flow/orfs finish
</file>
<file path="flow/design.v">
module pc(
input [31:0] systembus_in,  
input ctl, 
input step_pc,
output [31:0] systembus_out,
output misaligned
);
reg [31:0] pc;
assign systembus_out = pc;
assign misaligned = ~(pc[1:0] == 2'b00);
always @(posedge step_pc) begin
    case (ctl)
        1'b0: pc = pc + 32'h00000004;
        1'b1: pc = pc + systembus_in;
    endcase
end
endmodule 
</file>
==> results.txt <==
The run has ended; figures from its reports follow.

The fraction of registers with async set or reset after synthesis came out at 0. The switching fraction of total power is 0.463. The share of the core area taken by cells at floorplan is 0.410. The total global routing overflow came out at 0.

The flow ran to the end, and the final reports show no timing, DRC or antenna violations. The internal portion of the total power is about 500 uW. The capturing element of the worst setup path is pc[28]. The area share of fa/ha/maj cells after synthesis came out at 0.125.

The setup clock skew after layout is about 0.012 ns. The remaining antenna violation count after routing is 0. The multiplexer share of the synthesized area came out at 0.0183.

The clock latency of the later-clocked register in the worst-skew pair came out at 0.29 ns. The final report gives the core utilization as 0.507. The share of the synthesized netlist area taken by xor and xnor gates came out at 0.136. The sequential cell area fraction in the yosys report came out at 0.197. The endpoint identified for the worst register-to-register timing path is pc[28]. The worst-case setup margin in the final layout came out at 8.68 ns. The clock tree root buffer cell is sky130_fd_sc_hd__clkbuf_8. The average wire per standard cell is roughly 15 um. The CTS clock-pin slew for the worst setup and hold paths is 0.07 ns.

The hold buffer count at cts is 0. The worst reg-to-reg setup slack came out at roughly 11 ns. The worst setup path is captured at a flop. The final number of hold-violating endpoints is 0. The share of synthesized cell area in and-or and or-and compound cells is 0.242. The signal arrival time at the worst endpoint is 5.20 ns. The width of the chip came out at about 94 um. The number of warnings in the stage logs came out at 25. The initial antenna violation count was 0.

The standby leakage power came out at about 0.0017 uW. The height of the die is between 90 and 100 um. The maximum number of pins on one net before global-route repair is between 50 and 60. The path type of the worst setup path is in2reg. TritonCTS built the clock tree.

The worst min-delay path class is reg2reg. The netlist area before placement is ~0.0034 mm^2. The placeable core region came out at approximately 0.008 mm^2. The clock passes through at most 2 buffers.

The floorplan step defined a die boundary enclosing 0.00875 mm^2. The number of pins exceeding their max-slew limit in the final report came out at 0. The main logic family after synthesis is simple AND/OR/NAND/NOR gates. The proportion of power drawn by combinational gates is 0.687. The number of different library cells used by synthesis comes to roughly 57. The number of CTS-inserted buffers is 5. The power density over the cells came out at roughly 220 mW/mm^2.

The switching power of the nets came out at 428 uW. The length of the first detailed-routing pass in iterations came out at 5. The peak fanout along the critical path came out at 4.

Per the final layout report, the fraction of cells sized above drive strength 1 comes to 0.0466. The via density per instance came out at about 5.5. The instance count of the mapped netlist came out at about 440. After clock tree synthesis, the repair step resized 0 gates. Relative to the synthesized area, the layout overhead comes to 23.5%.

The proportion of power drawn by the clock network came out at 0.079. The final route contains between 3000 and 4000 vias. The endpoint required time on the critical path is about 14 ns. For this run, the leading register cell type out of synthesis is sky130_fd_sc_hd__dfxtp_1. The number of sinks on the clock net is 32. The first-pass GRT wire length is approximately 15000 um.

The simple logic cell fraction of the synthesized area is 0.243. After the first detailed-routing iteration, the DRC count stood at roughly 130. Setup repair after global routing left no endpoint under its margin.

The minimum period implied by the final worst setup slack is ~5.0 ns. The antenna diode count is 0. STA classifies the critical path startpoint as a primary input. Leaving out fill and tap cells, the most frequent cell in the layout is sky130_fd_sc_hd__clkdlybuf4s50_1. According to the I/O placement log, the pin count is ~67. The number of violations of the max-capacitance limit came out at 0.

Each instance of the synthesized netlist takes up on average 7.66 um^2. The worst voltage drop across the vdd grid is between 0.1 and 0.15 mV. The final estimated routing congestion in global placement came out at between 0.9 and 1.

The count of synthesis-stage warnings from yosys is 1. The peak clock frequency supported by timing came out at 0.199 GHz. The setup fix buffers added after clock tree synthesis is 0. The number of port buffers came out at ~66.

The number of enable flip-flop cells came out at 2. The worst setup slack after placement came out at 8.41 ns. Per the timing report, the most critical flop-to-flop path originates at pc[0].

The total global routing track utilization came out at 0.214. The critical path starts at systembus_in[0]. The DRC violation count after routing is 0. The number of synthesized register bits came out at 32. Per the CTS log, the maximum H-tree level is 2. The total setup violations reported at the end of the flow came out at 0.

The total negative setup slack is 0 ns. The synthesis area per yosys came out at about 0.0034 mm^2. The wire-length estimate of the detail-placed layout is 6760 um. The final clock period utilization by the worst path is 0.366. The via count of the first global-routing pass was around 3100. The count of standard-cell rows came out at 33. The register with the most flip-flops in the layout has 32 of them. The transition at the pin with the smallest max-transition slack is 0.712 ns. In the layout the commonest cells are 66 x sky130_fd_sc_hd__clkdlybuf4s50_1, 50 x sky130_fd_sc_hd__a21oi_1, 43 x sky130_fd_sc_hd__nand2_1, 34 x sky130_fd_sc_hd__xnor2_1. The share of power burned in registers is 0.234. The relative slew slack is 0.525. The number of cells reported by Yosys stat comes to around 440. The depth of the worst register-to-register path came out at 10. The total wire length came out at 8790 um.
metal layers:
layer	up-vias	wire length (um)	global-route usage	part of all wire
met5	-	0	0	0
met4	0	126	0.0256	0.014
met2	92	3870	0.340	0.44
li1	1714	-	-	-
met3	9	399	0.0232	0.045
met1	1494	4390	0.327	0.50
cell families (layout without fill, tap and decap cells):
kind of cell | count (synthesis) | count (layout)
and+or+nand+nor | 155 | 155
AOI/OAI and AO/OA | 131 | 131
xor gates and xnor gates | 52 | 52
adders and majority gates | 33 | 33
DFF | 32 | 32
buffers and inverters | 29 | 85
muxes | 6 | 6
how the worst min path moves through the flow:
stage | startpoint | to | cells after the start | slack (ns)
6_report | pc[31] | pc[31] | 1 | 0.49
5_1_grt | pc[31] | pc[31] | 1 | 0.52
4_1_cts | pc[31] | pc[31] | 1 | 0.51
cell usage after synthesis (2+ instances only):
library cell                count  area [um^2]
sky130_fd_sc_hd__o221ai_1       2         17.5
sky130_fd_sc_hd__o21bai_1       5         37.5
sky130_fd_sc_hd__o22ai_1        2         12.5
sky130_fd_sc_hd__nand3_1       25          125
sky130_fd_sc_hd__and4_1         5         43.8
sky130_fd_sc_hd__ha_1          32          400
sky130_fd_sc_hd__and2_1         3         18.8
sky130_fd_sc_hd__nor4_1         2         12.5
sky130_fd_sc_hd__nor3_2         2         20.0
sky130_fd_sc_hd__xnor2_1       34          298
sky130_fd_sc_hd__mux2i_1        5         50.1
sky130_fd_sc_hd__nand2_1       43          161
sky130_fd_sc_hd__a21oi_1       50          250
sky130_fd_sc_hd__xor2_1        18          158
sky130_fd_sc_hd__nor3_1         3         15.0
sky130_fd_sc_hd__a211oi_1       2         15.0
sky130_fd_sc_hd__edfxtp_1       2         60.1
sky130_fd_sc_hd__clkbuf_1       7         26.3
sky130_fd_sc_hd__nand2b_1       3         18.8
sky130_fd_sc_hd__dfxtp_1       30          601
sky130_fd_sc_hd__nand4_1       16          100
sky130_fd_sc_hd__and2b_2        2         17.5
sky130_fd_sc_hd__o21ai_1        4         20.0
sky130_fd_sc_hd__a21boi_0       2         15.0
sky130_fd_sc_hd__buf_4          2         15.0
sky130_fd_sc_hd__buf_2         10         50.1
sky130_fd_sc_hd__a31oi_1        5         31.3
sky130_fd_sc_hd__nor2b_1        3         18.8
sky130_fd_sc_hd__or2_2          2         12.5
sky130_fd_sc_hd__inv_1          9         33.8
sky130_fd_sc_hd__o21ai_0       21          105
sky130_fd_sc_hd__nor2_1        32          120
sky130_fd_sc_hd__o211ai_1       6         45.0
sky130_fd_sc_hd__a21o_1        18          135
sky130_fd_sc_hd__and3_1         5         31.3
sky130_fd_sc_hd__o2bb2ai_1      2         17.5
sky130_fd_sc_hd__o21a_1         4         30.0
worst max-delay path, cell delays in order:
cell and delay [ns]:
sky130_fd_sc_hd__clkdlybuf4s50_1 0.46, sky130_fd_sc_hd__ha_1 0.19, sky130_fd_sc_hd__inv_1 0.06, sky130_fd_sc_hd__fa_1 0.39, sky130_fd_sc_hd__nand2b_1 0.18, sky130_fd_sc_hd__a21oi_1 0.23
sky130_fd_sc_hd__o211ai_1 0.15, sky130_fd_sc_hd__a21oi_1 0.31, sky130_fd_sc_hd__nand3_1 0.15, sky130_fd_sc_hd__a31oi_1 0.14, sky130_fd_sc_hd__and4b_1 0.20
layout make-up:
type / instances / area (um^2)
Fill cell: 815 / 4030
Inverter: 10 / 37.5
Clock inverter: 1 / 3.75
Tap cell: 105 / 131
Multi-Input combinational cell: 377 / 2560
Sequential cell: 32 / 661
Timing Repair Buffer: 67 / 668
Clock buffer: 7 / 76.3
power groups by stage:
| stage | Combinational, uW | Clock [uW] | Sequential, uW |
|---|---|---|---|
| finish | 637 | 73.1 | 216 |
| global route | 714 | 78.8 | 226 |
| CTS | 636 | 76.3 | 216 |
through the flow:
stage	std cells	power [uW]	area (um^2)	hold slack, ns
5_1_grt	599	1020	4140	0.524
3_5_place_dp	591	847	4060	0.497
3_3_place_gp	591	852	4060	0.489
6_report	599	926	4140	0.493
2_1_floorplan	438	652	3350	0.414
4_1_cts	599	929	4140	0.509
Power is estimated from default activity; no workload was simulated.
